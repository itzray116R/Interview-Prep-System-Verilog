### ./config.mk
export PLATFORM = sky130hd
export DESIGN_NAME = uart_frame_top
export DESIGN_NICKNAME = uart_frame_top
export VERILOG_FILES = /design/flow/design.v
export SDC_FILE = /design/flow/constraint.sdc
export NUM_CORES = 4
export LEC_CHECK = 1
export CORE_UTILIZATION = 50
### ./constraint.sdc
current_design uart_frame_top

set clk_period 6.6
set clk_io_pct 0.2

create_clock -name clk0 -period $clk_period [get_ports {clk}]

set non_clock_inputs [all_inputs -no_clocks]
set_input_delay [expr $clk_period * $clk_io_pct] -clock clk0 $non_clock_inputs
set_output_delay [expr $clk_period * $clk_io_pct] -clock clk0 [all_outputs]
### ./design.v
module uart #(
    parameter CLK_FREQ = 50_000_000,
    parameter BAUD     = 115_200
)(
    input              clk,
    input              reset,
    input              rx,             
    output reg [7:0]   rx_data,        
    output             rx_valid,       
    output reg         tx,
    input      [7:0]   tx_data,
    input              tx_transmit,
    output reg         tx_ready
);
   localparam OSF            = 16;
   localparam CLK_DIV_COUNT = CLK_FREQ / (OSF * BAUD);
   reg [15:0] count;
   reg        enable;
   localparam TX_WAIT         = 0;
   localparam TX_TRANSMITTING = 1;
   reg        tx_state = TX_WAIT;
   reg [9:0]  tx_dataBuffer;
   reg [3:0]  tx_count;
   reg [3:0]  tx_sampleCount;
   assign rx_valid = 1'b0;  
   always_ff @(posedge clk) begin
     if (reset) begin
       count  <= 0;
       enable <= 0;
     end else begin
       if (count == CLK_DIV_COUNT-1) begin
         count  <= 0;
         enable <= 1;
       end else begin
         count  <= count + 1;
         enable <= 0;
       end
     end
   end
   always_ff @(posedge clk) begin
      if (reset) begin
         tx_state       <= TX_WAIT;
         tx             <= 1'b1;
         tx_ready       <= 1'b1;
         tx_dataBuffer  <= 0;
         tx_count       <= 0;
         tx_sampleCount <= 0;
      end else begin
         case (tx_state)
            TX_WAIT: begin
               tx       <= 1'b1;
               tx_ready <= 1'b1;
               if (tx_transmit && tx_ready) begin
                  tx_dataBuffer  <= {1'b1, tx_data, 1'b0};
                  tx_count       <= 0;
                  tx_sampleCount <= 0;
                  tx_ready       <= 1'b0;
                  tx_state       <= TX_TRANSMITTING;
               end
            end
            TX_TRANSMITTING: begin
               if (enable) begin
                  if (tx_count == OSF-1) begin
                    tx_count       <= 0;
                    tx             <= tx_dataBuffer[0];
                    tx_dataBuffer  <= {1'b1, tx_dataBuffer[9:1]};
                    if (tx_sampleCount == 9)
                      tx_state <= TX_WAIT;
                    else
                      tx_sampleCount <= tx_sampleCount + 1;
                  end else begin
                    tx_count <= tx_count + 1;
                  end
               end
            end
         endcase
      end
   end
endmodule
module uart_frame_top (
  input  logic        clk,        
  input  logic        key0,       
  input  logic        key1,       
  input  logic        sw0,        
  output logic        uart_tx
);
  localparam int FIELD_W   = 400;
  localparam int FIELD_H   = 256;
  localparam int P_WIDTH   = 6;
  localparam int P_HEIGHT  = 50;
  localparam int P1_X      = 20;
  localparam int P2_X      = FIELD_W - P_WIDTH - 20;   
  logic play_en, prev_play_en;
  assign play_en = ~sw0;
  localparam int PADDLE_DIV = 19'd250_000;   
  localparam int BALL_DIV   = 19'd500_000;   
  localparam int AI_DIV     = 20'd640_000;   
  logic [18:0] cnt_paddle, cnt_ball, cnt_ai;
  wire         tick_paddle = (cnt_paddle == 0);
  wire         tick_ball   = (cnt_ball   == 0);
  wire         tick_ai     = (cnt_ai     == 0);
  always_ff @(posedge clk) begin
    cnt_paddle   <= tick_paddle ? PADDLE_DIV-1 : cnt_paddle - 1;
    cnt_ball     <= tick_ball   ? BALL_DIV  -1 : cnt_ball   - 1;
    cnt_ai       <= tick_ai     ? AI_DIV    -1 : cnt_ai     - 1;
    prev_play_en <= play_en;
  end
  logic [7:0] lfsr;
  logic       lfsr_fb;
  initial lfsr = 8'hA5;
  always_ff @(posedge clk) if (tick_ball) begin
    lfsr_fb <= lfsr[7] ^ lfsr[5] ^ lfsr[4] ^ lfsr[3];
    lfsr    <= {lfsr[6:0], lfsr_fb};
  end
  logic [7:0]        p1, p2;
  logic [8:0]        bx, by;             
  logic signed [7:0] vx, vy;             
  logic [7:0]        score1, score2;
  logic signed [9:0] bx_next, by_next;
  initial begin
    p1         = FIELD_H/2;
    p2         = FIELD_H/2;
    bx         = FIELD_W/2;
    by         = FIELD_H/2;
    vx         = 8'sd1;
    vy         = 8'sd1;
    score1     = 0;
    score2     = 0;
    cnt_paddle = PADDLE_DIV-1;
    cnt_ball   = BALL_DIV  -1;
    cnt_ai     = AI_DIV    -1;
    prev_play_en = 1'b0;
  end
  always_ff @(posedge clk) begin
    if (play_en && !prev_play_en) begin
      score1 <= 0; score2 <= 0;
      bx     <= FIELD_W/2;
      by     <= FIELD_H/2;
      vx     <= 8'sd1;
      vy     <= lfsr[0] ? 8'sd1 : -8'sd1;
    end else if (tick_ball && play_en) begin
      bx_next = $signed({1'b0, bx}) + vx;
      if (bx_next < 0) begin
        score2 <= score2 + 1;
        bx <= FIELD_W/2; by <= FIELD_H/2;
        vx <= 8'sd1; vy <= lfsr[0] ? 8'sd1 : -8'sd1;
      end else if (bx_next > FIELD_W-1) begin
        score1 <= score1 + 1;
        bx <= FIELD_W/2; by <= FIELD_H/2;
        vx <= -8'sd1; vy <= lfsr[0] ? 8'sd1 : -8'sd1;
      end else begin
        bx <= bx_next[8:0];
        by_next = $signed({1'b0, by}) + vy;
        if (by_next < 0 || by_next > FIELD_H-1) begin
          vy <= -vy;
          by <= (by_next < 0 ? 0 : FIELD_H-1);
        end else begin
          by <= by_next[8:0];
        end
        if (vx < 0 && bx == P1_X + P_WIDTH && by >= p1 && by < p1+P_HEIGHT)
          vx <= -vx;
        if (vx > 0 && bx >= P2_X - 1 && by >= p2 && by < p2+P_HEIGHT)
          vx <= -vx;
      end
    end
  end
  always_ff @(posedge clk) begin
    if (tick_paddle && play_en) begin
      if (~key0 && p1 < FIELD_H-P_HEIGHT)
        p1 <= p1 + 1;
      else if (~key1 && p1 > 0)
        p1 <= p1 - 1;
    end
  end
  always_ff @(posedge clk) begin
    if (tick_ai && play_en && (lfsr[0] & lfsr[1])) begin
      if (by > (p2 + P_HEIGHT/2) && p2 < FIELD_H-P_HEIGHT)
        p2 <= p2 + 1;
      else if (by < (p2 + P_HEIGHT/2) && p2 > 0)
        p2 <= p2 - 1;
    end
  end
  logic [15:0] gap_cnt;
  wire send_ok = (gap_cnt == 0);
  always_ff @(posedge clk)
    gap_cnt <= send_ok ? 16'd50000 : gap_cnt - 1;
  logic [7:0] frame_data [0:8];
  logic [3:0] byte_idx;
  logic [7:0] tx_data;
  logic       tx_transmit;
  wire        tx_ready;
  always_comb begin
    frame_data[0] = 8'hAA;
    frame_data[1] = p1;
    frame_data[2] = p2;
    frame_data[3] = bx[8]; frame_data[4] = bx[7:0];
    frame_data[5] = by[8]; frame_data[6] = by[7:0];
    frame_data[7] = score1; frame_data[8] = score2;
  end
  always_ff @(posedge clk) begin
    if (tx_ready && send_ok) begin
      tx_data     <= frame_data[byte_idx];
      tx_transmit <= 1'b1;
      byte_idx    <= (byte_idx == 8) ? 0 : byte_idx + 1;
    end else tx_transmit <= 1'b0;
  end
  uart #(
    .CLK_FREQ(50_000_000),
    .BAUD    (115200)
  ) uart_inst (
    .clk         (clk),
    .reset       (1'b0),
    .rx          (1'b1),
    .rx_data     (),
    .rx_valid    (),
    .tx          (uart_tx),
    .tx_data     (tx_data),
    .tx_transmit (tx_transmit),
    .tx_ready    (tx_ready)
  );
endmodule
### ./run.sh
#!/bin/bash
# OpenROAD 26Q1-2900-gdf79404cd8, Yosys 0.63+post, stock flow scripts
make -C /OpenROAD-flow-scripts/flow DESIGN_CONFIG=/design/flow/config.mk WORK_HOME=/design/flow/orfs finish
==> Table 3: Implementation characteristics <==
Physical implementation characteristics

Parameter                              Value

Run status
  Run status .................. finished clean

Pwr
  Leak Pwr .................. 4.59 nW
  Power per cell area .................. 391 nW/um2
  Largest vdd supply drop .................. 0.000433 V

Layout
  Signed area change from the synthesized netlist to the final layout .................. 7.88%
  Utilization after layout .................. 0.553
  Share of layout cells above drive strength 1 .................. 0.0565

Clock tree
  Total number of H-tree levels .................. 4
  Num Clock Sinks .................. 198
  Clock edge transition at the registers on the reported setup and hold paths .................. 80 ps
  Cells resized by post-CTS repair .................. 0
  Number of buffers on the longest clock path .................. 2
  Clk latency of the worst-skew pair .. 430 ps
  CTS hold repair buffers .................. 0
  CTS tree .................. built
  Buffer type at the clock tree root .................. clkbuf_16
  Buffer count from post-CTS setup fixing .................. 0
  TritonCTS Buffers .................. 17

GRT
  Pin count of the biggest net entering global routing .................. 27
  Met2 track demand over resource in global routing .................. 0.327
  Met1 track demand over resource .................. 0.341
  Global-route track usage on met3 .................. 0.0303
  Total track usage .................. 0.213
  Via count of the first global-routing pass .................. 7469
  Global-route congestion overflow total .................. 0
  Busiest metal layer after global routing .................. met1
  First-pass GRT wire length .................. 36600 um
  Initial antenna violation count .................. 0

Critical path
  Worst-path maximum fanout .................. 9
  Critical Path RT .................. 6770 ps
  Endpoint class of the critical path .................. flop
  Startpoint Class .................. flop
  Critical path start-end classification .................. reg -> reg
  Reg-to-reg startpoint .................. p2[1]$_DFFE_PP_
  CP startpoint .................. p2[1]$_DFFE_PP_
  Crit path arrival time .................. 4400 ps

Synthesis
  Seq/Total Area, Yosys .................. 0.424
  Mean post-synth cell area .................. 9.54 um2
  Synth Instances .................. 1136
  Yosys Instances .................. 1136
  Post-Synth Adder-Cell Area .................. 0.111
  Yosys reg bits .................. 198
  Synth top area cells .................. dfxtp_1 25%, edfxtp_1 17%, ha_1 10%
  Number of warnings issued by yosys .................. 3
  Post-synthesis compound-gate area fraction .................. 0.129
  Synth area leader .................. dfxtp_1
  Largest logic family .................. simple AND/OR/NAND/NOR gates
  Synthesis area per yosys .................. 10800 um2
  Area fraction in xor and xnor cells .................. 0.0954
  Post-synth tally of flip-flops with integrated enable .................. 63
  Commonest register cell after synthesis .................. dfxtp_1
  Distinct lib cells .................. 73
  Mux area share .................. 0.0148
  Area of the mapped netlist .................. 10800 um2
  Simple-gate share of the synthesized area .................. 0.197
  Fraction of synthesized cell area taken by the top area cell type .................. 0.249
  Async set-or-reset flop fraction in the synthesized netlist .................. 0

Final timing
  Unrepaired setup endpoints after global routing .................. no
  Total count of max-transition violations in the final report .................. 0
  Headroom to the max-slew limit .................. 0.489
  Slew at the pin closest to its max-slew limit .................. 761 ps
  Setup Total Neg Slack .................. 0 ps
  Fmax .................. 0.237 GHz
  Fin. Hold Viols .................. 0
  Post-route clock period utilization .................. 0.640
  Worst-case clock skew .................. 10.6 ps
  Final setup fails .................. 0
  Post-Route Hold Slack .................. 402 ps
  Min Tclk post-route .................. 4220 ps

Routing
  Via Count .................. 7813
  Post-detailed-route wirelength per cell .................. 15.0 um
  Drt via density .................. 5.48
  Routed Antenna Nets .................. 0
  # diodes .................. 0
  Initial DRT Pass Iterations .................. 5
  Final wirelength .................. 21400 um
  Detailed-route DRC error count .................. 0
  Number of DRC markers in iteration 0 .................. 463

Floorplanning
  Die area .................. 22300 um2
  I/O pins .................. 5
  Die Span X .................. 149 um
  Fp util .................. 0.512
  Number of placement rows .................. 53
  Die extent in y .................. 149 um
  Core box area .................. 21200 um2

Job
  Number of logged tool warnings .................. 34
  Number of max-cap violations .................. 0

Placed design
  Routability-driven placement congestion ratio .................. 0.874
  I/O Buffers .................. 4
  Final HPWL DP .................. 15500 um

Worst hold path
  Class of the worst hold path .................. reg -> reg
  Worst Hold Launch .................. cnt_ball[0]$_SDFF_PN1_
final timing paths:
kind	endpoint	slack [ps]	cells after the start
max reg2reg	p2[7]$_DFFE_PP_	2380	19
min	cnt_ball[0]$_SDFF_PN1_	400	1
max	p2[7]$_DFFE_PP_	2380	19
min reg2reg	cnt_ball[0]$_SDFF_PN1_	400	1
cells in the final DEF (no fill, tap or decap), drive strengths merged, types with 9 or more instances in the layout:
master,synthesis,layout
and3,9,9
edfxtp,63,63
xor2,35,35
a21o,12,12
or3,20,20
nand4,19,19
o21a,9,9
nor2b,10,10
ha,90,90
a22oi,10,10
nand2b,18,18
inv,50,56
nor3,33,33
a21oi,52,52
clkbuf,21,18
or4,9,9
nand2,104,104
o21ai,51,51
dfxtp,135,135
nor4,18,18
nand3,30,30
a31oi,15,15
nor2,117,117
xnor2,83,83
registers in the layout (all words and copies together), names as in the netlist, 7 cells and up:
| name | cells |
|---|---|
| uart_inst.tx_dataBuffer | 9 |
| vx | 8 |
| score2 | 8 |
| tx_data | 8 |
| score1 | 8 |
| p1 | 8 |
| cnt_ball | 19 |
| bx | 9 |
| cnt_ai | 19 |
| uart_inst.count | 16 |
| cnt_paddle | 19 |
| by | 9 |
| vy | 7 |
| lfsr | 8 |
| gap_cnt | 16 |
| p2 | 8 |
kinds of logic (layout without fill, tap and decap cells):
| group | after synthesis | in the layout |
|---|---|---|
| AND-OR/OR-AND | 213 | 213 |
| XOR/XNOR | 118 | 118 |
| adder cells (fa/ha/maj) | 94 | 94 |
| buffers and inverters | 78 | 92 |
| flip-flops | 198 | 198 |
| multiplexers | 15 | 15 |
| AND/OR/NAND/NOR | 420 | 420 |
metal layers:
layer / vias up / routed length [um]
li1: 4091 / -
met1: 3572 / 10700
met2: 133 / 9360
met3: 17 / 980
met4: 0 / 342
met5: - / 0
synthesized netlist by cell type, types with 4 or more instances:
cell,n
nand3b_1,6
and2_1,8
nor4_1,14
o21ai_0,51
o31ai_1,7
a21oi_1,52
or4_1,7
or3_1,18
a31oi_1,15
nor3_1,30
o211ai_1,5
mux2_2,8
nand3_1,30
dfxtp_1,135
nor2b_1,10
nand2_1,103
a221oi_1,6
xnor2_1,83
clkbuf_1,21
or2_2,7
o22ai_1,5
xor2_1,35
fa_1,4
nor4b_1,4
a211oi_1,4
ha_1,90
nor2_1,117
nand4_1,19
o21bai_1,5
a21o_1,12
o21a_1,9
and3_1,9
a22oi_1,10
mux2i_1,7
inv_1,50
edfxtp_1,63
nand2b_1,18
a22o_1,6
power breakdown:
part | total (mW) | internal, mW | switching (mW)
combinational | 1.86 | 0.868 | 0.996
clock | 0.986 | 0.495 | 0.490
sequential | 1.73 | 1.48 | 0.250
total | 4.58 | 2.84 | 1.74
stage by stage:
stage          setup slack, ps  power, mW  cells  area (um2)
6_report                  2380       4.58   1425       11700
5_1_grt                   1880       4.98   1425       11700
4_1_cts                   2350       4.62   1425       11700
3_5_place_dp              2370       3.61   1393       11100
3_3_place_gp              2430       3.59   1393       11100
2_1_floorplan             2760       3.18   1136       10800
final cells by class:
class / instances / area, um2
tap: 275 / 344
clock inverter: 14 / 123
clock buffer: 18 / 429
multi-input combinational: 860 / 5930
sequential: 198 / 4590
inverter: 51 / 191
fill: 1856 / 9470
timing repair buffer: 9 / 77.6
worst max-delay path, cell delays in order (launching register included):
cell and delay, ps:
edfxtp_1 510, inv_1 130, ha_1 290, inv_1 40
ha_1 280, nor2b_1 130, o21a_1 170, o21a_1 160
o21ai_0 150, a21oi_1 80, o21ai_0 200, a21o_1 400
ha_1 310, a21o_1 170, a21oi_1 230, o21bai_1 90
a21oi_1 210, o21ai_0 140, xnor2_1 150, xnor2_1 130
No activity file was given, so power comes from the tool's default toggle rates.
